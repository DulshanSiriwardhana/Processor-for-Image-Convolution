File: design/flow/run.sh
#!/bin/bash
# OpenROAD 26Q1-2900-gdf79404cd8, Yosys 0.63+post, stock flow scripts
make -C /OpenROAD-flow-scripts/flow DESIGN_CONFIG=/design/flow/config.mk WORK_HOME=/design/flow/orfs finish
File: design/flow/config.mk
export PLATFORM = sky130hd
export DESIGN_NAME = Instruction_Ram
export DESIGN_NICKNAME = Instruction_Ram
export VERILOG_FILES = /design/flow/design.v
export SDC_FILE = /design/flow/constraint.sdc
export NUM_CORES = 4
export LEC_CHECK = 1
export CORE_UTILIZATION = 40
File: design/flow/constraint.sdc
current_design Instruction_Ram

set clk_period 3.8
set clk_io_pct 0.2

create_clock -name clk0 -period $clk_period [get_ports {clk}]

set non_clock_inputs [all_inputs -no_clocks]
set_input_delay [expr $clk_period * $clk_io_pct] -clock clk0 $non_clock_inputs
set_output_delay [expr $clk_period * $clk_io_pct] -clock clk0 [all_outputs]
File: design/flow/design.v
`timescale 1ns / 1ps
module Instruction_Ram(
    input clk,
    input [8:0] address,
    output reg [15:0] instr_out
    );
    parameter inst_count = 200;
    parameter inst_count = 200;
    reg [15:0] inst_ram [inst_count:0];
    	parameter FETCH         =   6'd0;
    	parameter CLAC          =   6'd2;
	parameter MVACMAR	=   6'd3;
	parameter LDAC		=   6'd4;
	parameter MVACK0	=   6'd6;
	parameter INAC		=   6'd7;
	parameter MVACI		=   6'd8;
	parameter MVACK1	=   6'd9;
	parameter MVIAC		=   6'd10;
	parameter MVACK2	=   6'd11;
	parameter MVACK3	=   6'd12;
	parameter MVACK4	=   6'd13;
	parameter MVACK5	=   6'd14;
	parameter MVACK6	=   6'd15;
	parameter MVACK7	=   6'd16;
	parameter MVACK8	=   6'd17;
	parameter MVACP1	=   6'd18;
	parameter LDII		=   6'd19;
	parameter MVACP2	=   6'd20;
	parameter ADDI		=   6'd21;
	parameter MVACP3	=   6'd22;
	parameter LDIDP		=   6'd23;
	parameter MVACCV	=   6'd24;
	parameter MVP1AC	=   6'd25;
	parameter MULK0		=   6'd26;
	parameter MVP2AC	=   6'd27;
	parameter MULK3		=   6'd28;
	parameter ADDCV		=   6'd29;
	parameter MULK6		=   6'd30;
	parameter MULK1		=   6'd31;
	parameter MULK4		=   6'd32;
	parameter MVP3AC	=   6'd33;
	parameter MULK7		=   6'd34;
	parameter MULK2		=   6'd35;
	parameter MULK5		=   6'd36;
	parameter MULK8		=   6'd37;
	parameter MVDPAC	=   6'd38;
	parameter MVCVAC	=   6'd39;
	parameter MOD30		=   6'd40;
	parameter STAC		=   6'd41;
	parameter MVII		=   6'd43;
	parameter SUBI		=   6'd44;
	parameter MVACDP	=   6'd45;
	parameter NOP		=   6'd46;
	parameter JUMPNZ	=   6'd47;
	parameter JUMPZ		=   6'd52;
	parameter DECAC         =   6'd59;
	parameter DECAC         =   6'd59;
    initial
    begin
	inst_ram[0]     = {FETCH, 10'd0};
        inst_ram[1]     = {CLAC, 10'd0};
        inst_ram[2]     = {MVACMAR, 10'd0};
        inst_ram[3]     = {LDAC, 10'd0}; 
        inst_ram[4]     = {MVACK0, 10'd0}; 
        inst_ram[5]     = {CLAC, 10'd0}; 
        inst_ram[6]     = {INAC, 10'd0};
        inst_ram[7]     = {MVACI, 10'd0};
        inst_ram[8]     = {MVACMAR, 10'd0};
        inst_ram[9]     = {LDAC, 10'd0};
        inst_ram[10]    = {MVACK1, 10'd0};
        inst_ram[11]    = {MVIAC, 10'd0};
        inst_ram[12]    = {INAC, 10'd0};
        inst_ram[13]    = {MVACI, 10'd0};
        inst_ram[14]    = {MVACMAR, 10'd0};
        inst_ram[15]    = {LDAC, 10'd0};
        inst_ram[16]    = {MVACK2, 10'd0};
        inst_ram[17]    = {MVIAC, 10'd0};
        inst_ram[18]    = {INAC, 10'd0};
        inst_ram[19]    = {MVACI, 10'd0};
        inst_ram[20]    = {MVACMAR, 10'd0};
        inst_ram[21]    = {LDAC, 10'd0};
        inst_ram[22]    = {MVACK3, 10'd0};
        inst_ram[23]    = {MVIAC, 10'd0};
        inst_ram[24]    = {INAC, 10'd0};
        inst_ram[25]    = {MVACI, 10'd0};
        inst_ram[26]    = {MVACMAR, 10'd0};
        inst_ram[27]    = {LDAC, 10'd0};
        inst_ram[28]    = {MVACK4, 10'd0};
        inst_ram[29]    = {MVIAC, 10'd0};
        inst_ram[30]    = {INAC, 10'd0};
        inst_ram[31]    = {MVACI,   10'd0};
        inst_ram[32]    = {MVACMAR,   10'd0};
        inst_ram[33]    = {LDAC,    10'd0};
        inst_ram[34]    = {MVACK5,    10'd0};
        inst_ram[35]    = {MVIAC, 10'd0};
        inst_ram[36]    = {INAC, 10'd0};
        inst_ram[37]    = {MVACI, 10'd0};
        inst_ram[38]    = {MVACMAR, 10'd0};
        inst_ram[39]    = {LDAC, 10'd0};
        inst_ram[40]    = {MVACK6, 10'd0};
        inst_ram[41]    = {MVIAC, 10'd0};
        inst_ram[42]    = {INAC, 10'd0};
        inst_ram[43]    = {MVACI, 10'd0};
        inst_ram[44]    = {MVACMAR, 10'd0};
        inst_ram[45]    = {LDAC,  10'd0};
        inst_ram[46]    = {MVACK7,  10'd0};
       	inst_ram[47]    = {MVIAC, 10'd0};
        inst_ram[48]    = {INAC, 10'd0};
        inst_ram[49]    = {MVACI, 10'd0};
        inst_ram[50]    = {MVACMAR, 10'd0};
        inst_ram[51]    = {LDAC, 10'd0};
        inst_ram[52]    = {MVACK8, 10'd0};
        inst_ram[53]    = { MVIAC, 10'd0};
        inst_ram[54]    = { INAC, 10'd0};
        inst_ram[55]    = { MVACP1, 10'd0};
        inst_ram[56]    = { LDII, 10'd30};	 
        inst_ram[57]    = { ADDI, 10'd0};        
        inst_ram[58]    = { MVACP2, 10'd0};
        inst_ram[59]    = { ADDI, 10'd0};
        inst_ram[60]    = { MVACP3, 10'd0};
        inst_ram[61]    = { LDIDP, 10'd910};     
        inst_ram[62]    = { CLAC, 10'd0};
        inst_ram[63]    = { MVACCV, 10'd0};
        inst_ram[64]    = { MVP1AC, 10'd0};                 
        inst_ram[65]    = { MVACMAR, 10'd0};
        inst_ram[66]    = { INAC, 10'd0};
        inst_ram[67]    = { MVACP1, 10'd0};   
        inst_ram[67]    = { MVACP1, 10'd0};   
        inst_ram[68]    = { LDAC, 10'd0};
        inst_ram[69]    = { MULK0, 10'd0};
        inst_ram[70]    = { MVACCV, 10'd0};
        inst_ram[71]    = { MVP2AC, 10'd0};
        inst_ram[72]    = { MVACMAR, 10'd0};
        inst_ram[73]    = { INAC, 10'd0};
        inst_ram[74]    = { MVACP2, 10'd0};
        inst_ram[75]    = { LDAC, 10'd0};
        inst_ram[76]    = { MULK3, 10'd0}; 
        inst_ram[77]    = { ADDCV, 10'd0};
        inst_ram[78]    = { MVACCV, 10'd0};
        inst_ram[79]    = { MVP3AC, 10'd0};
        inst_ram[80]    = { MVACMAR, 10'd0};
        inst_ram[81]    = { INAC, 10'd0};
        inst_ram[82]    = { MVACP3, 10'd0};
        inst_ram[83]    = { LDAC, 10'd0};
        inst_ram[84]    = { MULK6, 10'd0}; 
        inst_ram[85]    = { ADDCV, 10'd0};
        inst_ram[86]    = { MVACCV, 10'd0};
        inst_ram[87]    = { MVP1AC, 10'd0};
        inst_ram[88]    = { MVACMAR, 10'd0};
        inst_ram[89]    = { INAC, 10'd0};
        inst_ram[90]    = { MVACP1, 10'd0};  
        inst_ram[90]    = { MVACP1, 10'd0};  
        inst_ram[91]    = { LDAC, 10'd0};
        inst_ram[92]    = { MULK1, 10'd0}; 
        inst_ram[93]    = { ADDCV, 10'd0};
        inst_ram[94]    = { MVACCV, 10'd0};
        inst_ram[95]    = { MVP2AC, 10'd0};
        inst_ram[96]    = { MVACMAR, 10'd0};
        inst_ram[97]    = { INAC, 10'd0};
        inst_ram[98]    = { MVACP2, 10'd0};
        inst_ram[99]    = { LDAC, 10'd0};
        inst_ram[100]    = { MULK4, 10'd0}; 
        inst_ram[101]    = { ADDCV, 10'd0};
        inst_ram[102]    = { MVACCV, 10'd0};
        inst_ram[103]    = { MVP3AC, 10'd0};
        inst_ram[104]    = { MVACMAR, 10'd0};
        inst_ram[105]    = { INAC, 10'd0};
        inst_ram[106]    = { MVACP3, 10'd0};
        inst_ram[107]    = { LDAC, 10'd0};
        inst_ram[108]    = { MULK7, 10'd0};
        inst_ram[109]    = { ADDCV, 10'd0};
        inst_ram[110]    = { MVACCV, 10'd0};
        inst_ram[111]    = { MVP1AC, 10'd0};
        inst_ram[112]    = { MVACMAR, 10'd0};
        inst_ram[113]    = { INAC, 10'd0};
        inst_ram[114]    = { LDAC, 10'd0};
        inst_ram[115]    = { MULK2, 10'd0}; 
        inst_ram[116]    = { ADDCV, 10'd0};
        inst_ram[117]    = { MVACCV, 10'd0};
        inst_ram[114]    = { LDAC, 10'd0};
        inst_ram[115]    = { MULK2, 10'd0}; 
        inst_ram[116]    = { ADDCV, 10'd0};
        inst_ram[117]    = { MVACCV, 10'd0};
        inst_ram[118]    = { MVP2AC, 10'd0};
        inst_ram[119]    = { MVACMAR, 10'd0};
        inst_ram[120]    = { INAC, 10'd0};
        inst_ram[121]    = { LDAC, 10'd0};
        inst_ram[122]    = { MULK5, 10'd0};
        inst_ram[123]    = { ADDCV, 10'd0};
        inst_ram[124]    = { MVACCV, 10'd0};
        inst_ram[118]    = { MVP2AC, 10'd0};
        inst_ram[119]    = { MVACMAR, 10'd0};
        inst_ram[120]    = { INAC, 10'd0};
        inst_ram[121]    = { LDAC, 10'd0};
        inst_ram[122]    = { MULK5, 10'd0};
        inst_ram[123]    = { ADDCV, 10'd0};
        inst_ram[124]    = { MVACCV, 10'd0};
        inst_ram[125]    = { MVP3AC, 10'd0};
        inst_ram[126]    = { MVACMAR, 10'd0};
        inst_ram[127]    = { INAC, 10'd0};
        inst_ram[128]    = { LDAC, 10'd0};
        inst_ram[129]    = { MULK8, 10'd0}; 
        inst_ram[130]    = { ADDCV, 10'd0};    
        inst_ram[131]    = { MVACCV, 10'd0};
        inst_ram[125]    = { MVP3AC, 10'd0};
        inst_ram[126]    = { MVACMAR, 10'd0};
        inst_ram[127]    = { INAC, 10'd0};
        inst_ram[128]    = { LDAC, 10'd0};
        inst_ram[129]    = { MULK8, 10'd0}; 
        inst_ram[130]    = { ADDCV, 10'd0};    
        inst_ram[131]    = { MVACCV, 10'd0};
	inst_ram[132]    = { MVP1AC, 10'd0};   
	inst_ram[133]    = { DECAC, 10'd0};
	inst_ram[134]    = { MVACP1, 10'd0};
	inst_ram[135]    = { MVP2AC, 10'd0};   
	inst_ram[136]    = { DECAC, 10'd0};
	inst_ram[137]    = { MVACP2, 10'd0};
	inst_ram[138]    = { MVP3AC, 10'd0};   
	inst_ram[139]    = { DECAC, 10'd0};
	inst_ram[140]    = { MVACP3, 10'd0};
        inst_ram[141]    = { MVDPAC, 10'd0};
        inst_ram[142]    = { MVACMAR, 10'd0};
	inst_ram[143]       = {INAC,10'd0};   
	inst_ram[144]       = {MVACDP, 10'd0};
        inst_ram[145]    = { MVCVAC, 10'd0};   
        inst_ram[146]    = { STAC, 10'd0};    
        inst_ram[147]    = { LDII, 10'd7};       
 	inst_ram[148]    = { MVP1AC, 10'd0};
        inst_ram[149]    = { MOD30, 10'd0};
        inst_ram[150]    = { SUBI, 10'd0};
        inst_ram[151]    = { JUMPZ, 10'd179};             
	inst_ram[152]    = { MVP1AC, 10'd0}; 
        inst_ram[153]    = { INAC, 10'd0};
	inst_ram[154]    = { MVACP1, 10'd0};
	inst_ram[155]    = { MVP1AC, 10'd0};
        inst_ram[156]    = { INAC, 10'd0};
        inst_ram[157]    = { MVACP1, 10'd0};
	inst_ram[158]    = { MVP2AC, 10'd0}; 
        inst_ram[159]    = { INAC, 10'd0};
	inst_ram[160]    = { MVACP2, 10'd0};
	inst_ram[161]    = { MVP2AC, 10'd0};
        inst_ram[162]    = { INAC, 10'd0};
        inst_ram[163]    = { MVACP2, 10'd0};
	inst_ram[164]    = { MVP3AC, 10'd0}; 
        inst_ram[165]    = { INAC, 10'd0};
	inst_ram[166]    = { MVACP3, 10'd0};
	inst_ram[167]    = { MVP3AC, 10'd0};
        inst_ram[168]    = { INAC, 10'd0};
        inst_ram[169]    = { MVACP3, 10'd0};
        inst_ram[170]    = { MVDPAC, 10'd0}; 
        inst_ram[171]    = { INAC, 10'd0};
	inst_ram[172]    = { MVACDP, 10'd0};
	inst_ram[173]    = { MVDPAC, 10'd0};
        inst_ram[174]    = { INAC, 10'd0};
        inst_ram[175]    = { MVACDP, 10'd0};
	inst_ram[176]    = { MVDPAC, 10'd0};
        inst_ram[177]    = { INAC, 10'd0};
        inst_ram[178]    = { MVACDP, 10'd0};
        inst_ram[179]    = { MVDPAC, 10'd0};  
	inst_ram[180]    = { LDII, 10'd827};  
	inst_ram[181]    = { SUBI, 10'd0};
	inst_ram[182]    = { LDII, 10'd869};    
	inst_ram[183]    = { SUBI, 10'd0};
        inst_ram[184]    = { JUMPNZ, 10'd63};      
        inst_ram[185]    = { NOP, 10'd0};               
    end
    always @(posedge clk)
    begin
        instr_out<= inst_ram[address];
    end   
endmodule
==> summary.rpt <==
PHYSICAL IMPLEMENTATION REPORT
----------------------------------------------------
[Status]
  Outcome ........................ finished clean

[Floorplan]
  Initial cell density of the core ........................ 42.1%
  Overall die width ........................ between 70 and 80 um
  Overall die area ........................ 5770 um^2
  Height of the chip ........................ 76.0 um
  Core outline area ........................ 5200 um^2
  Number of standard-cell rows in the floorplan ........................ 26
  Number of I/O pins ........................ 26

[Logic synthesis]
  Count of flip-flops with a built-in enable after synthesis ........................ 0
  Share of synthesized registers carrying an async set or reset ........................ 0%
  Top cell area share ........................ 13.7%
  Average instance area after synthesis ........................ 7.13 um^2
  Warnings from Yosys ........................ 1
  Area of the mapped netlist ........................ 2190 um^2
  Cell area leaders ........................ sky130_fd_sc_hd__dfxtp_1, sky130_fd_sc_hd__a21oi_1, sky130_fd_sc_hd__ha_1
  Yosys synthesis chip area ........................ 2190 um^2
  Post-synthesis cell count ........................ approximately 310
  Sequential fraction of the synthesis area ........................ 13.7%
  Top FF cell, synth ........................ sky130_fd_sc_hd__dfxtp_1
  Count of cell types in the netlist ........................ 62
  Ys cells ........................ between 300 and 400
  Flop and latch count out of synthesis ........................ 15
  Synth area leader ........................ sky130_fd_sc_hd__dfxtp_1

[Detailed routing]
  Drc violations ........................ 0
  Number of violations reported at the end of detailed-routing iteration 0 ........................ between 300 and 400
  Post-route antenna net violation count ........................ 0
  Aggregate routed wire length ........................ 7.19 mm
  Via density per instance ........................ 6.53
  Antenna Cells ........................ 0
  Initial DRT Pass Iterations ........................ 6
  Via count ........................ 2,475
  Routed length per placed instance ........................ approximately 19 um

[Power and ir drop]
  Leakage Power ........................ 0.893 nW
  Maximum resistive drop on vdd ........................ ~0.14 mV
  Total chip power ........................ roughly 0.00055 W
  Ratio of total power to cell area ........................ 225 nW/um^2

[Setup path]
  Slowest stage cell on the critical path ........................ sky130_fd_sc_hd__ha_1
  Ordered list of cells on the worst path ........................ clkdlybuf4s50_1, buf_4, ha_1, and2_1, nor2_1, mux4_2, or2_0, a32o_1
  Crit path arrival time ........................ 3190 ps
  Slowest cell delay on critical path ........................ 490 ps
  Endpoint type of the worst setup path ........................ flip-flop
  Worst EP required ........................ 3930 ps
  CP Launch Type ........................ input port
  Critical setup path kind ........................ input port to flip-flop
  Crit path max fanout ........................ 17

[Final timing]
  Share of the clock period used by the worst path after layout ........................ 80.6%
  Worst hold slack ........................ between 1000 and 1500 ps
  Number of endpoints failing setup at the final stage ........................ 0
  Setup repair after global routing missed its margin ........................ false
  Endpoints failing hold ........................ 0
  Maximum achievable frequency ........................ 0.327 GHz
  Final TNS setup ........................ 0 ps
  Transition time of the tightest slew-check pin ........................ 712 ps
  Tmin final ........................ between 3000 and 4000 ps
  Number of pins exceeding their max-slew limit in the final report ........................ 0
  Worst slew margin relative to its limit ........................ 52.6%

[Placed design]
  HPWL Detailed ........................ 4.95 mm
  Count of port buffers added during placement ........................ 24
  Global placement routability congestion ........................ 0.984

[Global route]
  Sum of overflow across all layers after global routing ........................ 0
  Number of global-route vias before repair ........................ 2,128
  Number of antenna violations at the first check in global routing ........................ 0
  Wire length of the first global-routing pass ........................ 11.6 mm
  GRT Resource Usage Total ........................ 25.6%
  Pin count of the biggest net entering global routing ........................ 43

[Finish]
  Largest register by flop count ........................ instr_out
  Proportion of layout cells with a drive suffix above 1 ........................ 7.44%
  Largest register FFs ........................ 15
  Relative area change from synthesis to final layout ........................ 11.6%
  Final core utilization ........................ a little under half
  Commonest non-fill, non-tap cell in the layout ........................ sky130_fd_sc_hd__a21oi_1
  Biggest regs ........................ instr_out (15)
  Most frequent logic cells in the routed design ........................ sky130_fd_sc_hd__a21oi_1, sky130_fd_sc_hd__nor2_1, sky130_fd_sc_hd__clkdlybuf4s50_1
  Final-layout fill cell count ........................ 565

[Clocking]
  TritonCTS Buffers ........................ 3
  Clock root buffer ........................ sky130_fd_sc_hd__clkbuf_8
  Clock tree buffer depth ........................ 2
  Deepest level of the CTS H-tree ........................ 1
  TritonCTS clock tree ........................ yes
  Clock sink count ........................ 15
  Clock transition at path regs ........................ 50 ps
  Number of gates resized after cts ........................ 0
  Setup repair bufs after CTS ........................ 0
  Hold-fix buffers, CTS ........................ 0

[Min path]
  Min-delay worst type ........................ input port to flip-flop

[Run]
  Max-capacitance violation count ........................ 0
  Tool Warnings ........................ 34

----------------------------------------------------
-- kinds of logic (layout without fill, tap and decap cells) --
| logic type | after synthesis | after routing | synth area share (%) |
|---|---|---|---|
| compound gates | 128 | 128 | 40.7 |
| simple gates | 97 | 97 | 22.7 |
| buf+inv | 46 | 48 | 9.94 |
| flops | 15 | 15 | 13.7 |
| fa+ha+maj | 10 | 10 | 5.71 |
| mux | 9 | 9 | 6.46 |
| xor+xnor | 2 | 2 | 0.800 |
-- area by class of cell --
| cell class | instances | area [um^2] | area share (%) |
|---|---|---|---|
| Inverter | 11 | 41.3 | 1.69 |
| Timing Repair Buffer | 33 | 298 | 12.2 |
| Tap cell | 70 | 87.6 | 3.58 |
| Sequential cell | 15 | 300 | 12.3 |
| Multi-Input combinational cell | 246 | 1670 | 68.4 |
| Clock buffer | 4 | 45.0 | 1.84 |
-- Yosys cell counts, drive strengths merged, types with 10 or more instances --
cell    count
o21ai      18
clkbuf     11
nor2b      13
o211ai     12
a211oi     10
inv        11
nand2b     13
buf        24
nor2       22
ha         10
nand2      21
a21oi      27
dfxtp      15
-- report_power, final --
part / switching (W) / internal, W
registers: 0.00000243 / 0.000169
clock network: 0.0000451 / 0.0000738
logic: 0.000150 / 0.000109
-- path summary, 6_finish.rpt --
check        from                       to  slack [ps]  cells past startpoint
min    address[2]  instr_out[6]$_SDFF_PN0_        1130                      3
max    address[0]    instr_out[10]$_DFF_P_         740                      8
-- critical path: cells and delay by family --
family	cells	cell delay, ps
AND-OR/OR-AND	1	200
multiplexers	1	490
AND/OR/NAND/NOR	3	530
buffers and inverters	2	710
adder cells (fa/ha/maj)	1	490
-- metal layers --
metal,track usage [%],share of wire (%)
met5,0,0
met2,38.0,44
met3,2.68,9.4
met4,5.96,2.3
met1,40.3,44
-- per-stage QoR --
step | cells | instance area, um^2 | setup WS [ps]
after floorplan | 307 | 2190 | 1090
after global placement | 375 | 2400 | 554
after detailed placement | 375 | 2400 | 552
after CTS | 379 | 2440 | 798
after global routing | 379 | 2440 | 626
final | 379 | 2440 | 738
No activity file was given, so power comes from the tool's default toggle rates.
