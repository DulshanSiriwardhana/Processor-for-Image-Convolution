[design/flow/run.sh]
#!/bin/bash
# OpenROAD 26Q1-2900-gdf79404cd8, Yosys 0.63+post, stock flow scripts
make -C /OpenROAD-flow-scripts/flow DESIGN_CONFIG=/design/flow/config.mk WORK_HOME=/design/flow/orfs finish
[design/flow/config.mk]
export PLATFORM = sky130hd
export DESIGN_NAME = UART_RX
export DESIGN_NICKNAME = UART_RX
export VERILOG_FILES = /design/flow/design.v
export SDC_FILE = /design/flow/constraint.sdc
export NUM_CORES = 4
export LEC_CHECK = 1
export CORE_AREA = 10 10 93 93
export DIE_AREA = 0 0 103 103
[design/flow/constraint.sdc]
current_design UART_RX

set clk_period 2.1
set clk_io_pct 0.2

create_clock -name clk0 -period $clk_period [get_ports {i_Clock}]

set non_clock_inputs [all_inputs -no_clocks]
set_input_delay [expr $clk_period * $clk_io_pct] -clock clk0 $non_clock_inputs
set_output_delay [expr $clk_period * $clk_io_pct] -clock clk0 [all_outputs]
[design/flow/design.v]
module UART_RX
  #(parameter CLKS_PER_BIT = 217)
  (
   input        i_Clock,
   input        i_RX_Serial,
   output       o_RX_DV,
   output [7:0] o_RX_Byte
   );
  parameter IDLE         = 3'b000;
  parameter RX_START_BIT = 3'b001;
  parameter RX_DATA_BITS = 3'b010;
  parameter RX_STOP_BIT  = 3'b011;
  parameter CLEANUP      = 3'b100;
  reg [7:0]     r_Clock_Count = 0;
  reg [2:0]     r_Bit_Index   = 0;  
  reg [7:0]     r_RX_Byte     = 0;
  reg           r_RX_DV       = 0;
  reg [2:0]     r_SM_Main     = 0;
  always @(posedge i_Clock)
  begin
    case (r_SM_Main)
      IDLE :
        begin
          r_RX_DV       <= 1'b0;
          r_Clock_Count <= 0;
          r_Bit_Index   <= 0;
          if (i_RX_Serial == 1'b0)           
            r_SM_Main <= RX_START_BIT;
          else
            r_SM_Main <= IDLE;
        end
      RX_START_BIT :
        begin
          if (r_Clock_Count == (CLKS_PER_BIT-1)/2)
          begin
            if (i_RX_Serial == 1'b0)
            begin
              r_Clock_Count <= 0;   
              r_SM_Main     <= RX_DATA_BITS;
            end
            else
              r_SM_Main <= IDLE;
          end
          else
          begin
            r_Clock_Count <= r_Clock_Count + 1;
            r_SM_Main     <= RX_START_BIT;
          end
        end  
      RX_DATA_BITS :
        begin
          if (r_Clock_Count < CLKS_PER_BIT-1)
          begin
            r_Clock_Count <= r_Clock_Count + 1;
            r_SM_Main     <= RX_DATA_BITS;
          end
          else
          begin
            r_Clock_Count          <= 0;
            r_RX_Byte[r_Bit_Index] <= i_RX_Serial;
            if (r_Bit_Index < 7)
            begin
              r_Bit_Index <= r_Bit_Index + 1;
              r_SM_Main   <= RX_DATA_BITS;
            end
            else
            begin
              r_Bit_Index <= 0;
              r_SM_Main   <= RX_STOP_BIT;
            end
          end
        end  
      RX_STOP_BIT :
        begin
          if (r_Clock_Count < CLKS_PER_BIT-1)
          begin
            r_Clock_Count <= r_Clock_Count + 1;
     	    r_SM_Main     <= RX_STOP_BIT;
          end
          else
          begin
       	    r_RX_DV       <= 1'b1;
            r_Clock_Count <= 0;
            r_SM_Main     <= CLEANUP;
          end
        end  
      CLEANUP :
        begin
          r_SM_Main <= IDLE;
          r_RX_DV   <= 1'b0;
        end
      default :
        r_SM_Main <= IDLE;
    endcase
  end    
  assign o_RX_DV   = r_RX_DV;
  assign o_RX_Byte = r_RX_Byte;
endmodule  
==> impl_metrics.toml <==
# physical design summary
[run_status]
run_status = "completed"

[floorplan]
die_height_um = 103
core_density_at_floorplan = 0.194
core_region_area_um2 = 6760
placement_rows = 30
chip_area_um2 = 10600
floorplan.io_pins = 11
chipWidth_um = 103

[placement]
dp_hpwl_um = 1740
placement.io_buffers = 10
globalplace.congestion = 0.810
place_ws_ns = 0.228

[critical_path]
timing.reg2reg.worst_path_depth = 5
critPathBufInv = 1
critPathCaptureType = "flip-flop"
crit-reg2reg-launch = "r_Clock_Count[0]"
r2r_slack_ns = 0.22
crit_path_dat_ns = 1.87
critPathRequiredTime_ns = 2.10
critical_path.cell_chain = "inv_1 -> ha_1 -> or3b_2 -> o21ai_2 -> a221oi_1"
timing.critical_path.depth = 5
cp_slowest_stage_delay_ns = 0.48
cpLargestDelayFamily = "simple AND/OR/NAND/NOR gates"
crit_path_max_fanout = 8
r2r-end = "r_Clock_Count[6]"
crit_slowest_cell = "sky130_fd_sc_hd__or3b_2"
critPathLaunchType = "flip-flop"
criticalPathCategory = "flip-flop to flip-flop"

[synth]
yosysWarningCount = 1
synth_area_per_cell_um2 = 11.0
synth_cell_type_count = 35
synth_chip_area_um2 = 1310
synth_flop_count = 23
synth-edff-count = 20
number_of_standard_cells_reported_by_yosys = 119
register_share_after_synthesis = 0.503
synth_cells = 119
postSynth.topFlopCell = "sky130_fd_sc_hd__edfxtp_1"
synthArstFlopShare = 0
synth_area_um2 = 1310

[route]
insertedDiodeCount = 0
drt_drc_violations_left = 0
ant_nets = 0
drtPass1Iterations = 4
vias_per_cell = 4.40
vias = 945
drtIter0Drc = 31
route.detailed.wl_per_inst_um = 11.5
routed_wirelength_um = 2460

[global_route]
grt_pass1_vias = 869
global_route.overflow_total = 0
grt_pass1_wl_um = 4140
antenna_violations_before_repair = 0
grt_use_total = 0.0474
pin_count_of_the_biggest_net_entering_global_routing = 15

[pwr]
power.share.sequential = 0.630
net_sw_frac = 0.196
power_density_nw_per_um2 = 489
power.leakage_nw = 0.531
share_clk_of_total_power = 0.363
comb_power_frac = 0.008
p_switching_uw = 152
cell_internal_pwr_uw = 624
power.ir.vdd_worst_mv = 0.238
post-layout-total-power_uw = 776

[hold_path]
worst_hold_path_type = "flip-flop to flip-flop"
whs_endpoint = "r_RX_Byte[1]"
hp-start = "r_RX_Byte[1]"
cell_depth_of_the_worst_hold_path = 1

[clock_network]
ctsHoldBuffers = 0
cts_made_buffers = 3
post_cts.repair.setup_buffers = 0
clkSinkCount = 23
worst_setup_hold_path_clk_slew_ns = 0.09
cts.path.max_buffers = 2
clk_latency_ns = 0.26
cts-htree-levels = 1
cts_repair_resize_count = 0
clk_root_buffer_cell = "sky130_fd_sc_hd__clkbuf_8"
tritoncts = "yes"

[final_timing]
grt_setup_unrepaired = "no"
timing_worst_slew_pin_value_ns = 0.485
total_count_of_max_transition_violations_in_the_final_report = 0
post-route-min-period_ns = 1.88
number_of_hold_slack_violations_in_the_final_timing_report = 0
timing.max_slew.rel_slack = 0.676
finalSetupViolCount = 0
setup-tns-final_ns = 0
post-route-worst-setup-slack_ns = 0.222
finClkSkew_ns = 0.00110
finalCritPeriodShare = 0.894
max_clk_rate_mhz = 532

[run]
cap_viol_max_count = 0
tool_warnings = 29

[final_layout]
final_util = 0.235
fraction_of_final_layout_cells_with_drive_strength_greater_than_1 = 0.163
layout.cells.most_common_list = "sky130_fd_sc_hd__edfxtp_1 (20), sky130_fd_sc_hd__clkdlybuf4s50_1 (10), sky130_fd_sc_hd__nand2_1 (9), sky130_fd_sc_hd__nor2_1 (9), sky130_fd_sc_hd__inv_1 (7)"
area_delta_synth_final_pct = 21.0
layout.cells.most_common = "sky130_fd_sc_hd__edfxtp_1"
-- Yosys cell counts, types with 3 or more instances --
library cell                number  area, µm²
sky130_fd_sc_hd__o21ai_0         3       15.0
sky130_fd_sc_hd__nand2_1         9       33.8
sky130_fd_sc_hd__nand3_1         6       30.0
sky130_fd_sc_hd__a211oi_1        5       37.5
sky130_fd_sc_hd__clkbuf_1        3       11.3
sky130_fd_sc_hd__ha_1            6       75.1
sky130_fd_sc_hd__nor2_1          9       33.8
sky130_fd_sc_hd__inv_1           7       26.3
sky130_fd_sc_hd__mux2_2          4       45.0
sky130_fd_sc_hd__o2bb2ai_1       4       35.0
sky130_fd_sc_hd__nand2b_1        3       18.8
sky130_fd_sc_hd__dfxtp_1         3       60.1
sky130_fd_sc_hd__xor2_1          3       26.3
sky130_fd_sc_hd__a221oi_1        3       26.3
sky130_fd_sc_hd__edfxtp_1       20        601
sky130_fd_sc_hd__or3_1           3       18.8
-- cells by family after synthesis --
family,after synthesis,share of synthesized area
buf+inv,11,0.0324
compound gates,26,0.151
xor+xnor,5,0.0334
simple gates,44,0.189
flops,23,0.503
mux,4,0.0343
fa+ha+maj,6,0.0572
-- routing by layer --
metal  up-vias  wire length [µm]  GRT usage
li1        480                 -          -
met3         2                95     0.0142
met2        11              1100     0.0697
met1       452              1270     0.0711
met4         0                 7    0.00214
met5         -                 0          0
-- final cells by class --
class / instances / area [µm²]
Clock buffer: 3 / 41.3
Clock inverter: 1 / 5.00
Fill cell: 718 / 5170
Inverter: 7 / 26.3
Multi-Input combinational cell: 85 / 609
Sequential cell: 23 / 661
Tap cell: 80 / 100
Timing Repair Buffer: 16 / 145
-- state kept, by name (all words and copies together) (netlist names) --
name           flops
r_Clock_Count      8
r_RX_Byte          8
r_Bit_Index        3
r_SM_Main          3
r_RX_DV            1
-- worst max-delay path by stage --
stage / start / endpoint
finish: r_Clock_Count[0] / r_Clock_Count[6]
global route: r_Clock_Count[0] / r_Clock_Count[6]
CTS: r_Clock_Count[0] / r_Clock_Count[6]
-- power by group through the flow --
stage	Clock, mW	Combinational, mW	Sequential (mW)
after CTS	0.292	0.00616	0.489
after global routing	0.314	0.00677	0.489
final	0.281	0.00600	0.489
-- per-stage QoR --
step | hold slack (ns) | std cells | instance area [µm²]
2_1_floorplan | 0.503 | 119 | 1310
3_3_place_gp | 0.555 | 211 | 1540
3_5_place_dp | 0.554 | 211 | 1540
4_1_cts | 0.579 | 215 | 1590
5_1_grt | 0.609 | 215 | 1590
6_report | 0.574 | 215 | 1590
No activity file was given, so power comes from the tool's default toggle rates.
