--- design/flow/design.v ---
`timescale 1ns / 1ps
module control_unit(
	input clk,
	input enable,
	input Z_flag,
	input [5:0] addr,
	input [5:0] MBRU,
	output reg [37:0] control_signal,
	output finish
);
reg start = 1'b0;
reg [37:0] ROM[0:65];
reg check = 1'b0;
assign finish = check ;
parameter FETCH2 = 6'd1;
parameter JUMPNZ = 6'd47;
parameter JUMPZ = 6'd52;
parameter JMPNZ1 = 6'd48;
parameter JMPNZY1 = 6'd49;
parameter JMPZN1 = 6'd53;
parameter JMPZY1 = 6'd54;
parameter JMPZY2 = 6'd55;
parameter NOP = 6'd46;
initial
	begin
		control_signal =38'b000000_0000_0000000000000000000_000_0_00000;
	end
always@ ( posedge enable )
	start = 1'b1;
always@(posedge clk)
	begin
		case(control_signal[37:32])
		FETCH2:
			begin
			control_signal = {MBRU, ROM[FETCH2][31:0]};
			end
		JUMPNZ:
			begin
				if (Z_flag == 1'b0)
					control_signal = {JMPNZ1, ROM[JMPNZ1][31:0]};
				else if (Z_flag == 1'b1)
					control_signal = {JMPZY1, ROM[JMPZY1][31:0]};
			end
		JUMPZ:
			begin
				if (Z_flag == 1'b0)
					control_signal = {JMPZN1, ROM[JMPZN1][31:0]};
				else if (Z_flag == 1'b1)
				 	control_signal = {JMPZY1, ROM[JMPZY1][31:0]};
			end
		NOP: 
			check = 1'b1;
	default : control_signal = ROM[addr];
	endcase
end
initial
begin
ROM[0] = 38'b000001_0000_0000000000000000000_100_0_00000;  
ROM[1] = 38'bxxxxxx_0000_0000000000000000000_000_1_00000;  
ROM[2] = 38'b000000_1001_0000000000000000001_000_0_00000;  
ROM[3] = 38'b000000_0101_1000000000000000000_000_0_00000;  
ROM[4] = 38'b000101_0000_0000000000000000000_010_0_00000;  
ROM[5] = 38'b000000_0110_0000000000000000001_000_0_00001;  
ROM[6] = 38'b000000_0101_0001000000000000000_000_0_00000;  
ROM[7] = 38'b000000_0111_0000000000000000001_000_0_00000;  
ROM[8] = 38'b000000_0101_0000000000000000010_000_0_00000;  
ROM[9] = 38'b000000_0101_0000100000000000000_000_0_00000;  
ROM[10] = 38'b000000_0110_0000000000000000001_000_0_10000;  
ROM[11] = 38'b000000_0101_0000010000000000000_000_0_00000;  
ROM[12] = 38'b000000_0101_0000001000000000000_000_0_00000;  
ROM[13] = 38'b000000_0101_0000000100000000000_000_0_00000;  
ROM[14] = 38'b000000_0101_0000000010000000000_000_0_00000;  
ROM[15] = 38'b000000_0101_0000000001000000000_000_0_00000;  
ROM[16] = 38'b000000_0101_0000000000100000000_000_0_00000;  
ROM[17] = 38'b000000_0101_0000000000010000000_000_0_00000;  
ROM[18] = 38'b000000_0101_0000000000001000000_000_0_00000;  
ROM[19] = 38'b000000_0110_0000000000000000010_000_0_10001;  
ROM[20] = 38'b000000_0101_0000000000000100000_000_0_00000;  
ROM[21] = 38'b111100_0001_0000000000000000000_000_0_10000;  
ROM[60] = 38'b000000_0000_0000000000000000001_000_0_00000;  
ROM[22] = 38'b000000_0101_0000000000000010000_000_0_00000;  
ROM[23] = 38'b000000_0110_0000000000000001000_000_0_10001;  
ROM[24] = 38'b000000_0101_0000000000000000100_000_0_00000;  
ROM[25] = 38'b000000_0110_0000000000000000001_000_0_01011;  
ROM[26] = 38'b000000_0011_0000000000000000001_000_0_00010;  
ROM[27] = 38'b000000_0110_0000000000000000001_000_0_01100;  
ROM[28] = 38'b000000_0011_0000000000000000001_000_0_00101;  
ROM[29] = 38'b111101_0000_0000000000000000000_000_0_01111;  
ROM[61] = 38'b000000_0001_0000000000000000001_000_0_00000;  
ROM[30] = 38'b000000_0011_0000000000000000001_000_0_01000;  
ROM[31] = 38'b000000_0011_0000000000000000001_000_0_00011;  
ROM[32] = 38'b000000_0011_0000000000000000001_000_0_00110;  
ROM[33] = 38'b000000_0110_0000000000000000001_000_0_01101;  
ROM[34] = 38'b000000_0011_0000000000000000001_000_0_01001;  
ROM[35] = 38'b111110_0000_0000000000000000000_000_0_00100;  
ROM[62] = 38'b111111_0011_0000000000000000000_000_0_00100;  
ROM[63] = 38'b000000_0000_0000000000000000001_000_0_00100;  
ROM[36] = 38'b000000_0011_0000000000000000001_000_0_00111;  
ROM[37] = 38'b000000_0011_0000000000000000001_000_0_01010;  
ROM[38] = 38'b000000_0110_0000000000000000001_000_0_01110;  
ROM[39] = 38'b000000_0110_0000000000000000001_000_0_01111;  
ROM[40] = 38'b000000_0100_0000000000000000001_000_0_00000;  
ROM[41] = 38'b101010_0101_0100000000000000000_000_0_00000;  
ROM[42] = 38'b000000_0000_0000000000000000000_001_0_00001;  
ROM[43] = 38'b000000_0110_0000000000000000010_000_0_10001;  
ROM[44] = 38'b111010_0010_0000000000000000000_000_0_10000;  
ROM[58] = 38'b000000_0000_0000000000000000001_000_0_00000;  
ROM[45] = 38'b000000_0101_0000000000000001000_000_0_00000;  
ROM[46] = 38'b000000_0000_0000000000000000000_000_0_00000;  
ROM[47] = 38'bxxxxxx_0000_0000000000000000000_000_0_00000;  
ROM[48] = 38'b000000_0000_0000000000000000000_000_0_00000;  
ROM[49] = 38'b000000_0110_0000000000000000001_000_0_10001;  
ROM[50] = 38'b110011_0101_0010000000000000001_000_0_00000;  
ROM[51] = 38'b000000_0000_0000000000000000001_000_0_00000;  
ROM[52] = 38'bxxxxxx_0000_0000000000000000000_000_0_00000;  
ROM[53] = 38'b000000_0000_0000000000000000000_000_0_00000;  
ROM[54] = 38'b110111_0110_0000000000000000001_000_0_10001;  
ROM[55] = 38'b111000_0101_0010000000000000000_000_0_00000;  
ROM[56] = 38'b111001_0000_0000000000000000000_000_0_00000;  
ROM[57] = 38'b000000_1001_0000000000000000001_000_0_00000;  
ROM[59] = 38'b000000_1000_0000000000000000001_000_0_00000;  
end
endmodule
--- design/flow/run.sh ---
#!/bin/bash
# OpenROAD 26Q1-2900-gdf79404cd8, Yosys 0.63+post, stock flow scripts
make -C /OpenROAD-flow-scripts/flow DESIGN_CONFIG=/design/flow/config.mk WORK_HOME=/design/flow/orfs finish
--- design/flow/config.mk ---
export PLATFORM = sky130hd
export DESIGN_NAME = control_unit
export DESIGN_NICKNAME = control_unit
export VERILOG_FILES = /design/flow/design.v
export SDC_FILE = /design/flow/constraint.sdc
export NUM_CORES = 4
export LEC_CHECK = 1
export CORE_UTILIZATION = 50
--- design/flow/constraint.sdc ---
current_design control_unit

set clk_period 2.6
set clk_io_pct 0.2

create_clock -name clk0 -period $clk_period [get_ports {clk}]

set non_clock_inputs [all_inputs -no_clocks]
set_input_delay [expr $clk_period * $clk_io_pct] -clock clk0 $non_clock_inputs
set_output_delay [expr $clk_period * $clk_io_pct] -clock clk0 [all_outputs]
==> impl_metrics.json <==
{
  "p_switching_uw": 395,
  "fmax_mhz": 438,
  "tns_ns": 0,
  "synth_flops": 39,
  "clkSlewWorstSetupHoldPaths_ns": 0.07,
  "ys_seq_frac": 0.469,
  "p_leak_uw": 0.00132,
  "start_kind": "primary input",
  "status": "finished clean",
  "p_int_uw": 1090,
  "n_antenna_cell": 0,
  "edf_count": 39,
  "drc": 0,
  "ys.flop_type": "edfxtp_1",
  "ys_types": 53,
  "wl_mm": 6.75,
  "cts.sinks": 39,
  "clockBufferDepth": 2,
  "cts-resized-gates": 0,
  "swShare": 0.265,
  "peakVddDrop_v": 0.000284,
  "cap_violations": 0,
  "warnings": 34,
  "crit_arrival_ns": 2.32,
  "yosys_warnings": 1,
  "cp_data_required_time_ns": 2.64,
  "grt_pass1_vias": 2092,
  "dp_hpwl_mm": 5.14,
  "cts_tree": "yes",
  "antenna_found_initial": 0,
  "area_growth_pct": 32.4,
  "min-delay-path-class": "reg -> reg",
  "cts_root_buffer": "clkbuf_8",
  "ant_nets": 0,
  "power_density_mw_per_mm2": 450,
  "io_buffer_count": 52,
  "num_rows": 25,
  "final-seq-area_mm2": 0.00117,
  "routedWlPerCell_um": 16.8,
  "slew_viol_final": 0,
  "grt_max_degree": 39,
  "place.gp.congestion": 0.967,
  "grt_use_total": 0.281,
  "syn_inst": 265,
  "seq_power_share": 0.506,
  "initCoreUtil": 0.525,
  "layout_top_cell": "clkdlybuf4s50_1",
  "post_route_cells_drive_above_1_share": 0.128,
  "numPlacedInstances": 394,
  "crit_fanout": 6,
  "finalPower_uw": 1490,
  "grt_overflow": 0,
  "via_per_inst": 5.66,
  "yosys-stat-cells": 265,
  "num_vias": 2274,
  "numCtsBuffers": 5,
  "fill_cells": 378,
  "grt_pass1_wl_mm": 10.6,
  "pwr-share-comb": 0.231,
  "dieArea_mm2": 0.00528,
  "synth_area_mm2": 0.00250,
  "clkPwrFrac": 0.264,
  "setup_violations": 0,
  "end_kind": "flip-flop",
  "logic_area_mm2": 0.00121,
  "hold_violations": 0,
  "layout_min_cycle_time_ns": 2.28,
  "layout_top_cells": "52 x clkdlybuf4s50_1, 39 x edfxtp_1, 37 x nand2_1, 34 x nor2_1, 24 x buf_4",
  "rsz0062_at_grt": "no",
  "die_w_um": 72.7,
  "hold_buffers": 0,
  "holdWs_ns": 0.697,
  "stdcell_count": 402,
  "core_area_mm2": 0.00475,
  "syn_avg_cell_area_um2": 9.42,
  "dr.pass1.iters": 4,
  "worstSetupPathType": "in -> reg",
  "clk_latency_ns": 0.29,
  "ys_area_mm2": 0.00250,
  "skew_ns": 0.00581,
  "htreeDepth": 2,
  "postCtsSetupBuffers": 0,
  "ios": 54,
  "synthArstFlopShare": 0,
  "dr.first_iter.drc_count": 151,
  "fin_crit_sh": 0.878,
  "die_y_um": 72.7
}
## logic make-up after synthesis
family                     synth area share
other                               0.00150
buffers and inverters                0.0471
adders and majority gates            0.0401
AOI/OAI and AO/OA                     0.194
and+or+nand+nor                       0.222
xor gates and xnor gates            0.00351
DFF                                   0.469
muxes                                0.0220
## worst paths after layout
check | start | to | slack (ns) | depth (start not counted)
max reg2reg | control_signal[33]$_DFFE_PP_ | control_signal[16]$_DFFE_PP_ | 0.57 | 5
min | control_signal[32]$_DFFE_PP_ | check$_DFFE_PN_ | 0.70 | 1
max | addr[1] | control_signal[0]$_DFFE_PP_ | 0.32 | 8
min reg2reg | control_signal[32]$_DFFE_PP_ | check$_DFFE_PN_ | 0.70 | 1
## power groups by stage
stage	sequential [uW]	combinational, uW	clock [uW]
after global routing	755	375	417
after CTS	751	340	397
final	752	343	392
## registers in the layout, summed over array words and instances, names as in the netlist
signal and cells:
check 1, control_signal 38
## area by class of cell
| class | instances | area share |
|---|---|---|
| timing repair buffer | 77 | 0.218 |
| clock buffer | 6 | 0.0219 |
| sequential | 39 | 0.354 |
| clock inverter | 2 | 0.00378 |
| multi-input combinational | 201 | 0.365 |
| inverter | 10 | 0.0114 |
| tap | 67 | 0.0253 |
## per-stage QoR
step / area (um2) / util / setup WS (ns)
3_5_place_dp: 3220 / 0.678 / 0.0361
6_report: 3310 / 0.696 / 0.318
3_3_place_gp: 3220 / 0.678 / 0.0387
4_1_cts: 3310 / 0.696 / 0.347
5_1_grt: 3310 / 0.696 / 0.198
2_1_floorplan: 2500 / - / 0.563
## routing by layer
layer / vias to the layer above / global-route usage / part of all wire
met1: 1053 / 0.485 / 0.47
li1: 1119 / - / -
met5: - / 0 / 0
met3: 21 / 0.0504 / 0.062
met4: 0 / 0.0893 / 0.035
met2: 81 / 0.380 / 0.43
## synthesized netlist by cell type, types with 2 or more instances
library cell,instances,area (um2)
o22ai_1,4,25.0
nor4_1,2,12.5
mux2_2,2,22.5
buf_2,4,20.0
a21oi_1,15,75.1
o31ai_1,3,22.5
and2_1,2,12.5
o211ai_1,5,37.5
nand3_1,8,40.0
buf_1,2,7.51
nand4_1,2,12.5
a22oi_1,3,22.5
edfxtp_1,39,1170
a21o_1,2,15.0
o221ai_2,2,30.0
nor2_1,34,128
ha_1,8,100
nand2b_1,8,50.1
inv_1,10,37.5
a31oi_1,2,12.5
a211oi_1,2,15.0
o21a_1,2,15.0
clkbuf_1,6,22.5
o21ai_0,13,65.1
nand2_1,37,139
nor3_1,9,45.0
a32oi_1,3,26.3
nor2b_1,7,43.8
buf_6,2,22.5
and3_1,4,25.0
## critical path, stage by stage
cell	delay, ns
clkdlybuf4s50_1	0.45
buf_4	0.17
ha_1	0.27
nand2_1	0.21
a21o_1	0.14
nand2_1	0.08
o21bai_1	0.19
a32o_1	0.28
Power and IR drop assume default switching activity.
